### constraint.sdc
current_design ID_EX

set clk_period 1.0
set clk_io_pct 0.2

create_clock -name clk0 -period $clk_period [get_ports {clk}]

set non_clock_inputs [all_inputs -no_clocks]
set_input_delay [expr $clk_period * $clk_io_pct] -clock clk0 $non_clock_inputs
set_output_delay [expr $clk_period * $clk_io_pct] -clock clk0 [all_outputs]
### design.v
module ID_EX(
    input clk,
    input reset,
    input wr_i_i,
    input jump,
    input stop,
    input  case_A1,
    input  case_B1,
    input  case_C1,
	 input  case_A2,
    input  case_B2,
    input  case_C2,
    input [31:0] EX_to_ID,
    input [31:0] MEM_to_ID,
    input [31:0] WB_to_ID,
    input [1:0] pc_sel_i,
    input [3:0] ALU_op_i,
    input [31:0] A_i,
    input [31:0] rD2_i,
    input [31:0] inst_i,
    input [31:0] pc_imm_i,
    input bubble_i,
	input [31:0] pc4_i,
	input [1:0] wD_sel_i,
	input [31:0] pc_i,
	input RegWrite_i,
	input [31:0] imm_i,
	input re1_i,
	input re2_i,
	input ALU_B_sel_i,
    output reg wr_i_o,
    output reg [1:0] pc_sel_o,
    output reg [3:0] ALU_op_o,
    output reg [31:0] A_o,
    output reg [31:0] rD2_o,
    output reg [31:0] inst_o,
    output reg [31:0] pc_imm_o,
    output reg bubble_o,
	output reg [31:0] pc4_o,
	output reg [1:0] wD_sel_o,
	output reg [31:0] pc_o,
	output reg RegWrite_o,
	output reg [31:0] imm_o,
	output reg re1_o,
	output reg re2_o,
	output reg ALU_B_sel_o
    );
    always @ (posedge clk or negedge reset)
    begin
        if(~reset) 
        begin
            wr_i_o <= 'h0;
            pc_sel_o <= 2'h0;
            ALU_op_o <= 3'h0;
            A_o <= 32'h0;
            rD2_o <= 32'h0;
            inst_o <= 32'h0;
            pc_imm_o <= 32'h0;
            bubble_o <= 1;
	pc4_o <= 32'h0;
	wD_sel_o <= 2'h0;
	pc_o <= 32'h0;
	RegWrite_o <= 0;
	imm_o <= 32'h0;
	re1_o <= 0;
	re2_o <= 0;
	ALU_B_sel_o <= 0;
        end
        else if( stop == 1)
        begin
            wr_i_o <= 'h0;
            pc_sel_o <= 2'h0;
            ALU_op_o <= 3'h0;
            A_o <= 32'h0;
            rD2_o <= 32'h0;
            inst_o <= 32'h0;
            pc_imm_o <= 32'h0;
	wD_sel_o <= 2'h0;
	pc4_o <= 32'h0;
	pc_o <= 32'h0;
	RegWrite_o <= 0;
	imm_o <= 32'h0;
	re1_o <= 0;
	re2_o <= 0;
           	ALU_B_sel_o <= 0;
	bubble_o <= 1;
        end
       else if(jump == 1)
	begin
	wr_i_o <= 'h0;
            pc_sel_o <= 2'h0;
            ALU_op_o <= 3'h0;
            A_o <= 32'h0;
            rD2_o <= 32'h0;
            inst_o <= 32'h0;
            pc_imm_o <= 32'h0;
	wD_sel_o <= 2'h0;
	pc4_o <= 32'h0;
	pc_o <= 32'h0;
	RegWrite_o <= 0;
	imm_o <= 32'h0;
	re1_o <= 0;
	re2_o <= 0;
	bubble_o <= 1;
	end
    else if(stop==0) 
        begin  
           if(bubble_i == 1)
            begin
                bubble_o <= 1;
            end
            else
            begin
                bubble_o <= 0;
            end
           wr_i_o <= wr_i_i;
           pc_sel_o <= pc_sel_i;
           ALU_op_o <= ALU_op_i;
           inst_o <= inst_i;
           pc_imm_o <= pc_imm_i;
	pc4_o <= pc4_i;
	wD_sel_o <= wD_sel_i;
	pc_o <= pc_i;
	RegWrite_o <= RegWrite_i;
	imm_o <= imm_i;
	re1_o <= re1_i;
	re2_o <= re2_i;
	ALU_B_sel_o <= ALU_B_sel_i;
           if(case_A1 == 1)
           begin
                A_o <= EX_to_ID;
           end
           else if(case_B1 == 1)
           begin
                A_o <= MEM_to_ID;     
           end
           else if(case_C1 == 1 )
           begin
                A_o <= WB_to_ID;
           end
    else
           begin
                A_o <= A_i;
           end
           if(case_A2 == 1)
           begin
	rD2_o<= EX_to_ID; 
           end
           else if(case_B2 == 1)
           begin
	 rD2_o<= MEM_to_ID; 
           end
           else if(case_C2 == 1  )
           begin
	rD2_o<= WB_to_ID;
           end
           else
           begin
	rD2_o <= rD2_i;
           end 
        end
        else          
	 if(bubble_i == 1)
            begin
                bubble_o <= 1;
            end
            else
            begin
                bubble_o <= 0;
            end;
    end    
endmodule
### run.sh
#!/bin/bash
# OpenROAD 26Q1-2900-gdf79404cd8, Yosys 0.63+post, stock flow scripts
make -C /OpenROAD-flow-scripts/flow DESIGN_CONFIG=/design/flow/config.mk WORK_HOME=/design/flow/orfs finish
### config.mk
export PLATFORM = sky130hd
export DESIGN_NAME = ID_EX
export DESIGN_NICKNAME = ID_EX
export VERILOG_FILES = /design/flow/design.v
export SDC_FILE = /design/flow/constraint.sdc
export NUM_CORES = 4
export LEC_CHECK = 1
export CORE_AREA = 10 10 272 272
export DIE_AREA = 0 0 282 282
==> qor.txt <==
status: finished, violations left
failing checks: setup timing
WL/cell: 20.2 µm
WP data arrival: 1.24 ns
Top cell excl fill/tap: clkdlybuf4s50_1
Seq cells post-synth: 238
Die W: 282 µm
fmax: 694 MHz
number of max-cap violations: 0
Layout Skew: 0 ns
area grow syn2layout: 74.0%
post-route minimum period: 1.44 ns
crit-path max FO: 1
CP cell instances: buf_12
final worst slack: -0.441 ns
pwr dens: 1420 nW/µm²
PortBufs: 581
Seq/Total Area, Yosys: 60.0%
post-synth cell types: 19
Largest logic family: simple AND/OR/NAND/NOR gates
CTS tree: done
YS warnings: 1
OpenROAD warning count: 28
yosys stat area: 9930 µm²
placed cell count: 2191
Die H: 282 µm
largest net degree at the start of global routing: 41
Congestion Overflow GR: 0
share of layout cells above drive strength 1: 30.9%
CTS root buf: clkbuf_16
htree depth: 1
FP Util: 14.5%
core area: 68300 µm²
Hold Fails Final Rpt: 0
vias after detailed routing: 8183
worst path bufs/invs: 1
RSZ-0062 raised after global routing: true
Final Non-Filler Cells: 2253
Worst Tran Pin Value: 0.434 ns
drc violations: 0
I/O pins: 582
ant diodes: 0
TritonCTS Buffers: 27
Post-DP HPWL: 35.2 mm
1st-iter DRT viols: 273
post-synthesis cell count from yosys: 732
Setup crit end kind: output port
Avg Cell Area, Syn: 13.6 µm²
antenna-violating nets left: 0
Final Slew Violations: 0
GR Util All Layers: 10.7%
pre-CTS setup slack: -0.595 ns
Total Wirelength: 45.5 mm
clk buf depth: 3
Synth Instances: 732
Adders+Majority by Area: 0%
Cell Rows: 96
most common logic cells in the final layout: clkdlybuf4s50_1 (334), dfrtp_1 (237), buf_2 (237), and2_1 (172), mux2i_1 (65)
and+or+nand+nor area frac: 20.1%
Leakage: 7.96 nW
final setup fails: 238
Compound-Gate Fraction of Synth Area: 9.68%
CTS clk-pin slew, worst paths: 0.06 ns
GP Congestion: 0.890
Mapped Area: 9930 µm²
vias per cell: 3.63
mux share: 6.55%
clock sinks: 238
WP data required: 0.80 ns
Crit-path slowest cell: dfstp_2
Hold Path Class: in -> async
drt pass-1 iters: 6
first-pass GRT wire length: 62.0 mm
Synth Area in XOR/XNOR: 0%
Slew Limit Headroom: 71.0%
initial antenna violation count: 3
CP delay by family, top: flip-flops
clock latency (worst-skew pair): 0.57 ns
chip area: 79500 µm²
Fillers: 7109
vias in the first global route: 8946
final worst path period share: 144%
maximum vdd ir drop: 0.00109 V
biggest cell delay along the critical path: 0.56 ns
Final Power: 0.0245 W
kind of critical path: reg -> out
critical path launch point type: flip-flop
[synthesized netlist by cell type (all sizes together)]
library cell | n | area share, %
buf | 30 | 2.4
dfrtp | 237 | 60
dfstp | 1 | 0.26
nor2 | 4 | 0.28
or2 | 1 | 0.063
a2111oi | 64 | 9.7
mux2i | 65 | 6.6
and2 | 172 | 11
clkbuf | 29 | 1.2
nor2b | 64 | 4.0
or3 | 1 | 0.063
nor3b | 64 | 4.8
[area by class of cell]
type | count | area (µm²) | area share [%]
Sequential cell | 238 | 5960 | 34.5
Timing Repair Buffer | 649 | 5620 | 32.5
Multi-Input combinational cell | 435 | 3640 | 21.1
Tap cell | 882 | 1100 | 6.39
Clock buffer | 39 | 791 | 4.58
Clock inverter | 10 | 156 | 0.906
[cell families (layout without fill, tap and decap cells)]
group           count (synthesis)  in the layout
simple gates                  306            306
flops                         238            238
mux                            65             65
compound gates                 64             64
buf+inv                        59            698
[power breakdown]
group / total [W] / switching [W] / internal, W
clock network: 0.0106 / 0.00407 / 0.00648
registers: 0.0102 / 0.000132 / 0.0100
logic: 0.00382 / 0.00152 / 0.00230
total: 0.0245 / 0.00572 / 0.0188
[tightest hold or removal path, stage by stage]
cell and delay (ns):
buf_8 0.10, buf_16 0.12, buf_16 0.11, buf_12 0.19
buf_4 0.17
[final timing paths]
kind                            cells past startpoint         from  slack [ns]          end
worst max register to register                      2  ALU_B_sel_o        0.31  ALU_B_sel_o
max in group asynchronous                           5        reset        0.16    imm_o[22]
worst max-delay path                                1     bubble_o       -0.44     bubble_o
min in group clk0                                   4         stop        0.06  ALU_B_sel_o
worst min-delay path                                5        reset        0.03  pc_imm_o[9]
worst min register to register                      2  ALU_B_sel_o        0.56  ALU_B_sel_o
[sequential cells by signal, summed over array words and instances (netlist names), 2 cells and up]
register,count
A_o,32
imm_o,32
inst_o,32
pc4_o,32
pc_imm_o,32
pc_o,32
rD2_o,32
ALU_op_o,4
pc_sel_o,2
wD_sel_o,2
[stage by stage]
| stage | utilization (%) | instance area, µm² | hold WS [ns] | TNS, ns |
|---|---|---|---|---|
| 6_report | 25.3 | 17300 | 0.0328 | -56.71 |
| 5_1_grt | 25.3 | 17300 | 0.0547 | -70.46 |
| 4_1_cts | 24.9 | 17000 | 0.0388 | -69.94 |
| 3_5_place_dp | 25.1 | 17100 | 0.138 | -126.37 |
| 3_3_place_gp | 25.1 | 17100 | 0.137 | -126.80 |
| 2_1_floorplan | - | 9990 | -0.0956 | -0.658 |
[layer usage]
layer	wire, µm	vias to the layer above	track usage (%)
li1	-	3741	-
met1	17600	3993	12.9
met2	21700	397	17.7
met3	5450	46	4.81
met4	739	6	1.63
met5	29	-	0
[what timing repair did]
action / 4_1_cts / 5_1_grt
pin swaps: 0 / 1
hold buffers: 6 / 0
endpoints found under the hold margin: 237 / 0
endpoints found under the setup margin: 239 / 298
cloned: 0 / 5
resized: 795 / 11
buffers inserted: 0 / 2
Power and IR drop assume default switching activity.
