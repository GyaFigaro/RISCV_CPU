[flow/design.v]
module EX_MEM(
    input clk,
    input reset,
    input [31:0] C_i,
    input [31:0] rD2_i,
    input wr_i_i,
    input [31:0] inst_i,
    input bubble_i,
input [1:0] wD_sel_i,
input [31:0] pc_i,
input [31:0] pc4_i,
input RegWrite_i,
input [31:0] imm_i,
input re1_i,
	input re2_i,
    output reg [31:0] C_o,
    output reg [31:0] rD2_o,
    output reg wr_i_o,
    output reg [31:0] inst_o,
    output reg bubble_o,
output reg [1:0] wD_sel_o,
output reg [31:0] pc_o,
output reg [31:0] pc4_o,
output reg RegWrite_o,
output reg [31:0] imm_o,
output reg re1_o,
	output reg re2_o
    );
    always @ (posedge clk or negedge reset)
    begin
        if(~reset) 
        begin
            C_o <= 32'h0;
            rD2_o <= 32'h0;
            wr_i_o <= 'h0;  
            inst_o <= 32'h0;
            bubble_o <= 1;
wD_sel_o <= 2'h0;
pc_o <= 32'h0;
pc4_o <= 32'h0;
RegWrite_o <= 0;
imm_o <= 32'h0;
re1_o <= 0;
	re2_o <= 0;
        end
        else
        begin    
           C_o <= C_i;
           rD2_o <= rD2_i;
           wr_i_o <= wr_i_i;
           inst_o <= inst_i;
wD_sel_o <= wD_sel_i;
pc_o <= pc_i;
pc4_o <= pc4_i;
imm_o <= imm_i;
RegWrite_o <= RegWrite_i;
re1_o <= re1_i;
re2_o <= re2_i;
           if(bubble_i == 1)
            begin
                bubble_o <= 1;
            end
            else
            begin
                bubble_o <= 0;
            end
        end
    end    
endmodule
[flow/run.sh]
#!/bin/bash
# OpenROAD 26Q1-2900-gdf79404cd8, Yosys 0.63+post, stock flow scripts
make -C /OpenROAD-flow-scripts/flow DESIGN_CONFIG=/design/flow/config.mk WORK_HOME=/design/flow/orfs finish
[flow/config.mk]
export PLATFORM = sky130hd
export DESIGN_NAME = EX_MEM
export DESIGN_NICKNAME = EX_MEM
export VERILOG_FILES = /design/flow/design.v
export SDC_FILE = /design/flow/constraint.sdc
export NUM_CORES = 4
export LEC_CHECK = 1
export CORE_AREA = 10 10 183 183
export DIE_AREA = 0 0 193 193
[flow/constraint.sdc]
current_design EX_MEM

set clk_period 1.2
set clk_io_pct 0.2

create_clock -name clk0 -period $clk_period [get_ports {clk}]

set non_clock_inputs [all_inputs -no_clocks]
set_input_delay [expr $clk_period * $clk_io_pct] -clock clk0 $non_clock_inputs
set_output_delay [expr $clk_period * $clk_io_pct] -clock clk0 [all_outputs]
==> impl_metrics.tcl <==
# yosys + openroad results
set metrics [dict create \
    dr.first_iter.drc_count 66 \
    vias 3359 \
    tightest_slew_ps 380 \
    timing_worst_setup_path_type "flop to output pin" \
    netlist.top_cell.by_instances "sky130_fd_sc_hd__dfrtp_1" \
    h_tree_level_count 4 \
    grt_overflow 0 \
    timing.critical_path.fanout_max 1 \
    period_used_share 1.06 \
    combinational_area_um2 0 \
    postRouteAntennaNets 0 \
    tritoncts "yes" \
    wire_length_of_the_first_global_routing_pass_mm 27.1 \
    cts_made_buffers 17 \
    die_area_um2 37200 \
    yosys.area.top_type_share 0.995 \
    drtPass1Iterations 4 \
    dieHeight_um 193 \
    post-place-cells 999 \
    postSynth.topFlopCell "sky130_fd_sc_hd__dfrtp_1" \
    enable_flop_cells 0 \
    log_warnings 29 \
    number_of_port_buffers 399 \
    rsz0062_at_grt "yes" \
    cellInternalPower_uw 10900 \
    net-switching-power_uw 3040 \
    n_antenna_cell 0 \
    worstSetupPathDepth 1 \
    fmaxAchievable_mhz 786 \
    postCtsSetupRepairBufs 0 \
    sw_frac_of_total 0.218 \
    boundaryPins 400 \
    cp.arrival_ps 1030 \
    cp_cell_sequence "buf_2" \
    final_max_slew_viol_count 0 \
    comb_power_share 0.082 \
    hold-worst-slack_ps -261 \
    combined_buffer_and_inverter_count_along_the_critical_path 1 \
    result_of_the_run "finished with violations" \
    final.setup.tns_ps -81.3 \
    layout_min_cycle_time_ps 1270 \
    final-hold-violation-count 29 \
    timing.critical_path.to_type "output pin" \
    place.detailed.hpwl_mm 16.0 \
    grt_antenna_before_repair 1 \
    clockBufferDepth 2 \
    violations "negative hold slack, negative setup slack" \
    post_synth_main_area_contributors "sky130_fd_sc_hd__dfrtp_1, sky130_fd_sc_hd__dfstp_2" \
    die_width_um 193 \
    synth.yosys.seq_area_share 1.00 \
    slew-limit-headroom 0.747 \
    syn-cell-area_um2 4980 \
    non_filler_instance_count_after_layout 1030 \
    floorplan.initialDensity 0.169 \
    setup.worst_path.start "bubble_o" \
    common_cells "sky130_fd_sc_hd__dfrtp_1, sky130_fd_sc_hd__dfstp_2" \
    timing.critical_path.required_ps 960 \
    synth-cells-yosys 199 \
    critical-path-slowest-cell "sky130_fd_sc_hd__dfstp_2" \
    min_path_type "primary input to async pin" \
    grt_pass1_vias 3921 \
    share_of_final_layout_standard_cells_stronger_than_drive_strength_1 0.380 \
    largest_area_contributor_in_the_synthesized_netlist "sky130_fd_sc_hd__dfrtp_1" \
    critPathTopFamily "flip-flops" \
    drc 0 \
    drt-wirelength-per-cell_um 18.7 \
    routabilityCongestion 0.797 \
    end_point_of_the_critical_path "bubble_o" \
    power.ir.vdd_worst_mv 0.765 \
    startpoint_type "flop" \
    route.final.wire_length_mm 19.3 \
    final.setup.worst_slack_ps -72.4 \
    power_leakage_uw 0.00424 \
    pin_count_of_the_biggest_net_entering_global_routing 41 \
    fin_total_pwr_uw 13900 \
    place_ws_ps 1.53 \
    floorplan.core_area_um2 29600 \
    ys_chip_area_um2 4980 \
    ys.flops 199 \
    report.final.setup_viol 2 \
    yosys_warnings 1 \
    clock_power_share 0.408 \
    placementRows 63 \
    gr_util_all_layers 0.100 \
    nMultiInputCombCells 0 \
    area_growth_syn_to_layout_pct 84.1 \
    maxCapViolations 0 \
    cellPowerDensity_nw_per_um2 1520 \
    synth.distinct_cells 2 \
    power_frac_seq 0.510 \
    synth_cells 199 \
    cts_root_buffer "sky130_fd_sc_hd__clkbuf_16" \
    synthesis.area_per_instance_um2 25.0 \
    clkSinkCount 199 \
    critical-path-max-stage-delay_ps 520 \
    postSynth.asyncResetShare 1.00 \
    route.detailed.vias_per_inst 3.26 \
    cts.clk_slew.worst_paths_ps 70 \
]
## what timing repair did
action / CTS / global route
setup endpoints to repair: 199 / 80
gates resized: 657 / 2
endpoints found under the hold margin: 29 / 29
## worst min path at each step
stage	startpoint	end	slack, ps	cells after the start
5_1_grt	reset	rD2_o[14]	-270	1
4_1_cts	reset	inst_o[8]	-270	1
6_report	reset	rD2_o[14]	-260	1
## placed cells by master, fill, tap and decap left out, drive strengths merged
master and instances:
clkinvlp 1, clkinv 4, clkbuf 20, buf 210, dfstp 1, inv 6, bufinv 1, clkdlybuf4s50 199
dfrtp 198
## per-stage QoR
stage               hold slack, ps  utilization  cell area [um^2]
floorplan                    -55.6            -              4980
global placement               210        0.324              9570
detailed placement             210        0.324              9570
CTS                           -265        0.310              9170
global route                  -268        0.310              9170
finish                        -261        0.310              9170
## power groups by stage
stage / clock [uW] / combinational, uW / sequential, uW
6_report: 5680 / 1150 / 7110
5_1_grt: 6270 / 1280 / 7150
4_1_cts: 5980 / 1200 / 7110
## sequential cells by signal, summed over array words and instances (netlist names)
signal and flops:
C_o 32, RegWrite_o 1, bubble_o 1, imm_o 32, inst_o 32, pc4_o 32, pc_o 32, rD2_o 32
re1_o 1, re2_o 1, wD_sel_o 2, wr_i_o 1
## cells by family (layout without fill, tap and decap cells)
| kind of cell | Yosys count | after routing | synth area share |
|---|---|---|---|
| DFF | 199 | 199 | 1.00 |
| buffers and inverters | 0 | 441 | 0 |
## routing by layer
metal	wire, um	share of wire	track usage	vias up
li1	-	-	-	1469
met1	7070	0.37	0.118	1584
met2	8140	0.42	0.147	296
met3	3860	0.20	0.0799	8
met4	183	0.0095	0.0101	2
met5	7	0.00036	0	-
## cell type report
class                 instances  area, um^2
Sequential cell             199        4980
Fill cell                  2950       20400
Clock buffer                 19         453
Clock inverter               12         135
Timing Repair Buffer        410        3120
Tap cell                    390         488
No activity file was given, so power comes from the tool's default toggle rates.
